==> flow/design.v <==
`timescale 1ns / 1ps
module Execution_Writeback(
	input ALUSrc,
	input [7:0] Read_Data,
	input [7:0] Imm_Data,
	output [7:0] Result
    );
	reg [7:0] operand1;  
	assign Result = operand1 + Imm_Data;
	always @(Read_Data, Imm_Data)
	begin
		if(ALUSrc == 0)  
		begin
			operand1 = 0;	
		end
		else  
		begin
			operand1 = Read_Data;
		end
	end
endmodule
==> flow/run.sh <==
#!/bin/bash
# OpenROAD 26Q1-2900-gdf79404cd8, Yosys 0.63+post, stock flow scripts
make -C /OpenROAD-flow-scripts/flow DESIGN_CONFIG=/design/flow/config.mk WORK_HOME=/design/flow/orfs finish
==> flow/config.mk <==
export PLATFORM = sky130hd
export DESIGN_NAME = Execution_Writeback
export DESIGN_NICKNAME = Execution_Writeback
export VERILOG_FILES = /design/flow/design.v
export SDC_FILE = /design/flow/constraint.sdc
export NUM_CORES = 4
export LEC_CHECK = 1
export CORE_AREA = 10 10 70 70
export DIE_AREA = 0 0 80 80
==> flow/constraint.sdc <==
current_design Execution_Writeback

set clk_period 7.8
set clk_io_pct 0.2

create_clock -name clk0 -period $clk_period

set non_clock_inputs [all_inputs -no_clocks]
set_input_delay [expr $clk_period * $clk_io_pct] -clock clk0 $non_clock_inputs
set_output_delay [expr $clk_period * $clk_io_pct] -clock clk0 [all_outputs]
==> results.txt <==
Numbers from the implementation run.

The run finished with clean final reports. The script parses the final routing iteration and logs DRC violations as 0. The global route stage reports its total congestion overflow as 0. The number of buffers and inverters on the critical path is 3. The distinct cell type count after synthesis is 21. Once detail routing completed, the nets flagged for antenna violations numbered 0.

The number of synthesis warnings is 1. The aggregate routed wire length is 1165 um. 25 I/O pins were placed. The fraction of post-synthesis cell area in the top cell type by area is 25.27%. The count of buffers added on input and output ports is 25. The number of max-slew violations in the final report is 0. The final report gives the standard cell area, fillers excluded, as 654.4 sq um. The timing report gives the biggest stage delay along the critical path as 0.53 ns.

The synthesized area is 346.6 sq um. The cell repeated most along the worst path is sky130_fd_sc_hd__clkdlybuf4s50_1. Hold repair after CTS inserted 0 buffers. The portion of the post-synthesis area used by sequential elements is 0%. The final timing report derives a shortest allowable period of 5.636 ns. The slowest stage cell on the critical path is sky130_fd_sc_hd__clkdlybuf4s50_1. After floorplanning, the core was divided into 21 placement rows. The slew at the pin closest to its max-slew limit is 0.2401 ns. The leakage power total is 0.0002713 uW. The worst-case IR drop observed on VDD is 30.47 uV. The cell total in the yosys stat output is 47. The element type at the critical path start is an input port. The total core area is 3416 sq um.

The share of layout cells above drive strength 1 is 1.389%. Per the OpenROAD floorplan log, the width of the die is 80 um. The number of warnings in the stage logs is 32.

Setup repair after global routing left no endpoint under its margin. The layout overhead on the synthesized area is 88.81%. The maximum number of pins on one net before global-route repair is 9. The number of global-route vias before repair is 428. The worst slack on hold paths is 4.157 ns. The number of buffers inserted to repair setup after CTS is 0. The script logs the ratio of routed vias to standard cells as 3.449. The vertical die dimension reported for this design is 80 um. The cell-mix breakdown from Yosys lists the XOR/XNOR area share as 12.64%. In the final routed layout, each cell accounts on average for 9.873 um. After Yosys synthesis, and, or, nand and nor cells account for 31.41% of the synthesized area.

In the post-synthesis netlist, the biggest area contributors are sky130_fd_sc_hd__ha_1 25%, sky130_fd_sc_hd__and2_1 11%, sky130_fd_sc_hd__xnor2_1 10%, sky130_fd_sc_hd__a21oi_1 7.2%, sky130_fd_sc_hd__fa_1 5.8%. The fraction of the mapped netlist area in compound gates is 19.49%. In this run, post-CTS repair resized a total of 0 instances. According to the floorplan report, the total die area is 6400 sq um.

The core utilization at floorplan is 10.15%. The main combinational cell family by area after synthesis is simple AND/OR/NAND/NOR gates. The reported max-cap violation count is 0. Per the slew report, the remaining headroom to the max-slew limit stands at 83.94%.

Summing all placed instances gives a cell area of 654.4 sq um. Max fanout on the critical path was recorded as 8. After filler insertion, the fill cell instance count of the layout stands at 396. The number of hold violations in the final report is 0. The end-of-flow timing check tallies setup violations at 0. The first global-routing pass estimated 1932 um of wire. RePlAce ended its routability-driven mode at a weighted congestion of 0.8235.

The arrival time at the worst endpoint is 4.08 ns. The layout has 0 clock buffers. After technology mapping, the gate count stands at 47. The chip area from the yosys synthesis statistics is 346.6 sq um.

The layout report lists the combined flip-flop and latch area as 0 sq um. Dividing the synthesized area by the synthesized cell count gives 7.374 sq um. The global router reports that the layer with the highest usage is met2. Antenna repair during routing inserted a diode count of 0. Detailed routing inserted a total of 407 vias. The post-layout period usage of the worst path is 72.25%. In the global route stage, met1 resource usage came out at 4.964%. Summing the areas of all fa, ha and maj instances in the mapped netlist gives 31.05% of the synthesized area. STA classifies the critical path endpoint as an output port. For this block, the initial DRC count from the detailed router was 15. The total half-perimeter wirelength after legalization and detailed placement is 1067 um.

For this run, global-route usage on met3 was measured as 1.477%. Adding up every negative setup slack in the final design gives 0 ns. The number of antenna violations at the first check in global routing came to 0.

According to the report, the first pass of detailed routing completed in 4 iterations. The count of flip-flops and latches is 0. Sorting the Yosys area breakdown by cell type puts at the top sky130_fd_sc_hd__ha_1. The global routing report lists met2 layer usage as 5.698%. The report lists the cells along the critical path as clkdlybuf4s50_1 -> and2_1 -> ha_1 -> inv_1 -> fa_1 -> nor2b_4 -> o31a_1 -> or4_1 -> nand3_1 -> clkdlybuf4s50_1. The global-route usage over all layers is 3.676%. The class of the worst hold path is in -> out. The power per standard cell area is 64.85 nW/um^2. The cell family with the largest share of critical-path delay is buffers and inverters. Timing would allow up to 177.4 MHz.

Data on the critical path is required at its endpoint by 6.24 ns. The portion of synthesized area spent on multiplexers is 0%. The setup path with the least slack is of type in -> out.
==> layer usage <==
metal / vias to the layer above / share of wire (%)
li1: 218 / -
met1: 172 / 52
met2: 17 / 39
met3: 0 / 9.5
met4: 0 / 0
met5: - / 0
==> cells in the mapped netlist <==
master                     count
sky130_fd_sc_hd__a21o_1        1
sky130_fd_sc_hd__a21oi_1       5
sky130_fd_sc_hd__a31oi_1       1
sky130_fd_sc_hd__and2_1        6
sky130_fd_sc_hd__and3b_1       1
sky130_fd_sc_hd__fa_1          1
sky130_fd_sc_hd__ha_1          7
sky130_fd_sc_hd__inv_1         5
sky130_fd_sc_hd__nand2_1       3
sky130_fd_sc_hd__nand3_1       3
sky130_fd_sc_hd__nand4_1       1
sky130_fd_sc_hd__nor2_1        1
sky130_fd_sc_hd__nor2b_4       1
sky130_fd_sc_hd__nor3_1        1
sky130_fd_sc_hd__o211ai_1      1
sky130_fd_sc_hd__o21a_1        1
sky130_fd_sc_hd__o21ai_0       1
sky130_fd_sc_hd__o31a_1        1
sky130_fd_sc_hd__or4_1         1
sky130_fd_sc_hd__xnor2_1       4
sky130_fd_sc_hd__xor2_1        1
==> cell families after synthesis <==
kind of cell	count (synthesis)
simple gates	18
xor+xnor	5
compound gates	11
fa+ha+maj	8
buf+inv	5
==> report_power, final <==
group	leakage, uW	switching (uW)	total [uW]	internal [uW]
registers	0	0	0	0
clock network	0	0	0	0
logic	0.000271	13.9	42.4	28.6
total	0.000271	13.9	42.4	28.6
==> cell usage in the layout, fill, tap and decap left out, drive strengths merged, types with 3 or more instances in the layout <==
cell type and count:
clkdlybuf4s50 25, ha 7, and2 6, inv 5
a21oi 5, xnor2 4, nand2 3, nand3 3
==> stage by stage <==
step / cells / setup WS [ns] / util [%] / total power (uW)
floorplan: 47 / 3.320 / - / 17.22
finish: 118 / 2.164 / 19.16 / 42.44
CTS: 118 / 2.120 / 19.16 / 43.83
detailed placement: 118 / 2.119 / 19.16 / 43.35
global placement: 118 / 2.191 / 19.16 / 43.45
global route: 118 / 2.008 / 19.16 / 48.42
==> cell type report <==
type | count | area [sq um] | share of cell area, %
repair buffers | 25 | 250.2 | 38.24
well taps | 46 | 57.56 | 8.795
inverters | 5 | 18.77 | 2.868
multi-input cells | 42 | 327.8 | 50.10
==> final timing paths <==
| kind | to | startpoint | slack [ns] | cells after the start |
|---|---|---|---|---|
| min | Result[0] | Imm_Data[0] | 4.16 | 3 |
| max | Result[6] | ALUSrc | 2.16 | 10 |
Power figures rest on the tool's default switching activity, not on a simulated workload.
